[/design/flow/config.mk]
export PLATFORM = sky130hd
export DESIGN_NAME = mux_32_bit_4sel
export DESIGN_NICKNAME = mux_32_bit_4sel
export VERILOG_FILES = /design/flow/design.v
export SDC_FILE = /design/flow/constraint.sdc
export NUM_CORES = 4
export LEC_CHECK = 1
export CORE_AREA = 10 10 106 106
export DIE_AREA = 0 0 116 116
[/design/flow/design.v]
`timescale 1 ns / 1 ns 
module mux_32_bit_4sel(in_0, in_1 , in_2 , in_3, out, select);
    input [31:0] in_0, in_1 , in_2 , in_3;
    input [1:0] select;
    output reg [31:0] out;
    always @(in_0, in_1, in_2, in_3, select) begin
        if (select == 2'b00)
            out = in_0;
        else if (select == 2'b01)
            out = in_1;
        else if (select == 2'b10)
            out = in_2;
        else if (select == 2'b11)
            out = in_3;        
    end
endmodule
[/design/flow/constraint.sdc]
current_design mux_32_bit_4sel

set clk_period 4.8
set clk_io_pct 0.2

create_clock -name clk0 -period $clk_period

set non_clock_inputs [all_inputs -no_clocks]
set_input_delay [expr $clk_period * $clk_io_pct] -clock clk0 $non_clock_inputs
set_output_delay [expr $clk_period * $clk_io_pct] -clock clk0 [all_outputs]
[/design/flow/run.sh]
#!/bin/bash
# OpenROAD 26Q1-2900-gdf79404cd8, Yosys 0.63+post, stock flow scripts
make -C /OpenROAD-flow-scripts/flow DESIGN_CONFIG=/design/flow/config.mk WORK_HOME=/design/flow/orfs finish
==> impl_metrics.py <==
# Physical implementation metrics
metrics = {
    "status": {
        "outcome": "finished clean",
    },
    "placed_design": {
        "gp_congestion": 0.743,
        "portBuffers": 162,
        "hpwlAfterDp_um": 5250,
        "placed_area_um2": 3100,
        "placed_cells": 368,
        "dp_slack_ps": 853,
    },
    "job": {
        "warning_count": 32,
        "drv_cap": 0,
    },
    "synth": {
        "synth_warnings": 1,
        "yosysCellCount": 72,
        "syn_avg_cell_area_um2": 18.0,
        "synthAoiAreaFrac_pct": 0,
        "ys_sh_simple_pct": 0,
        "syn_area_um2": 1300,
        "ys_types": 7,
        "xor_share_pct": 0,
        "muxShareOfSynthArea_pct": 56.1,
        "ys.flops": 32,
        "ys_area_um2": 1300,
        "synthAdderAreaFrac_pct": 0,
        "synthCells": 72,
        "synth.comb.largest_family": "multiplexers",
    },
    "final_timing": {
        "fin_crit_ps": 3900,
        "hold_violations": 0,
        "final.setup.worst_slack_ps": 896,
        "slew_viol_final": 0,
        "rsz0062_at_grt": "no",
        "fin_setup_tns_ps": 0,
        "post-route-period-util_pct": 81.3,
        "untimed_endpoints": 32,
        "unclocked_regs": 32,
        "slew_headroom_pct": 59.1,
        "fmax_ghz": 0.256,
        "setup_viol": 0,
        "tightest_slew_ps": 614,
    },
    "final_layout": {
        "final_cell_mix": "clkdlybuf4s50_1 (161), dlxtn_1 (32), conb_1 (32)",
        "design_area_um2": 3100,
        "lay_top_count": "clkdlybuf4s50_1",
        "area_delta_synth_final_pct": 138,
        "final_cells": 368,
        "drive_gt1_share_pct": 12.7,
        "largest_reg_flops": 32,
        "finish.utilization_pct": 35.0,
    },
    "floorplanning": {
        "die_h_um": 116,
        "io_pins": 162,
        "die_area_um2": 13500,
        "core_um2": 8850,
        "die_w_um": 116,
        "fp-row-count": 34,
        "fp_util_pct": 14.7,
    },
    "route": {
        "diodes": 0,
        "post_drt_wl_per_cell_um": 15.7,
        "totalWireLength_um": 5770,
        "postRouteAntennaNets": 0,
        "drc_errors": 0,
        "first_pass_iters": 3,
        "vias_per_cell": 3.63,
        "vias": 1335,
        "drt-initial-drc-count": 42,
    },
    "pwr": {
        "p_per_area_nw_per_um2": 72.7,
        "p_total_mw": 0.225,
        "ir_drop_mv": 0.0453,
        "leakage_nw": 1.22,
    },
    "worst_setup_path": {
        "critPathMostFrequentCell": "clkdlybuf4s50_1",
        "cp.arrival_ps": 2940,
        "cp-start-kind": "input port",
        "critPathKind": "in -> out",
        "path_cells": "clkdlybuf4s50_1, buf_4, mux4_2, dlxtn_1, clkdlybuf4s50_1",
        "crit_required_ps": 3840,
        "critPathCaptureType": "output port",
        "worstPathMaxFanout": 32,
        "cp_top_family": "buffers and inverters",
        "crit_buf_inv": 3,
        "max_stage_delay_ps": 460,
        "crit_path_top_delay_cell": "clkdlybuf4s50_1",
    },
    "clocking": {
        "hold_buffers": 0,
        "cts-resized-gates": 0,
        "postCtsSetupBuffers": 0,
    },
    "global_route": {
        "grt_pass1_vias": 1537,
        "grt_antenna_before_repair": 0,
        "grt_max_degree": 33,
        "overflow": 0,
        "grt_pass1_wl_um": 8530,
        "grt_usage_pct": 8.28,
    },
}
[routing by layer]
layer	up-vias	routed length, µm	share of wire (%)	GRT usage (%)
li1	650	-	-	-
met2	81	2980	52	15.2
met4	0	0	0	0.334
met5	-	0	0	0
met1	604	2130	37	9.45
met3	0	664	12	3.04
[cell type report]
| type | instances | area, µm² |
|---|---|---|
| fill | 882 | 5750 |
| tap | 108 | 135 |
| sequential | 32 | 480 |
| timing repair buffer | 164 | 1630 |
| multi-input combinational | 64 | 848 |
[cell usage after synthesis]
master | number | area [µm²]
dlxtn_1 | 32 | 480
mux4_1 | 2 | 52.6
buf_2 | 3 | 15.0
buf_12 | 3 | 60.1
conb_1 | 1 | 3.75
mux4_2 | 30 | 676
buf_6 | 1 | 11.3
[power by group]
| group | internal, mW | switching [mW] | leakage (nW) |
|---|---|---|---|
| Clock | 0 | 0 | 0 |
| Sequential | 0.0292 | 0.00301 | 0.260 |
| Combinational | 0.155 | 0.0380 | 0.959 |
| Total | 0.184 | 0.0410 | 1.22 |
[how the worst max path moves through the flow]
stage         startpoint       to  slack [ps]  cells past startpoint
finish         select[1]  out[18]         900                      5
global route   select[1]  out[18]         810                      5
CTS            select[1]  out[18]         850                      5
[cell families after synthesis]
kind of cell           Yosys count
multiplexers                    32
other                            1
latches                         32
buffers and inverters            7
Power is estimated from default activity; no workload was simulated.
